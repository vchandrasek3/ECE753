**./design.v**
```verilog
module TSC (
output f, g,
input x0, y0, x1, y1
);
wire w1, w2, w3, w4;
and and1 (w1, x0, y1);
and and2 (w2, y0, x1);
and and3 (w3, x0, x1);
and and4 (w4, y0, y1);
or or1 (f, w1, w2);
or or2 (g, w3, w4);
endmodule 
module TSC_16bit (f, g, x0, x1, y0, y1);
output f, g;
input [15:0] x0, x1, y0, y1;
wire [31:0] a, b;
TSC T00 (.f (a[0]), .g (b[0]), .x0 (x0[0]), .y0 (y0[0]), .x1 (x1[0]), .y1 (y1[0]) );
TSC T01 (.f (a[1]), .g (b[1]), .x0 (x0[1]), .y0 (y0[1]), .x1 (x1[1]), .y1 (y1[1]) );
TSC T02 (.f (a[2]), .g (b[2]), .x0 (a[0]), .y0 (b[0]), .x1 (a[1]), .y1 (b[1]) );
TSC T03 (.f (a[3]), .g (b[3]), .x0 (x0[2]), .y0 (y0[2]), .x1 (x1[2]), .y1 (y1[2]) );
TSC T04 (.f (a[4]), .g (b[4]), .x0 (a[2]), .y0 (b[2]), .x1 (a[3]), .y1 (b[3]) );
TSC T05 (.f (a[5]), .g (b[5]), .x0 (x0[3]), .y0 (y0[3]), .x1 (x1[3]), .y1 (y1[3]) );
TSC T06 (.f (a[6]), .g (b[6]), .x0 (a[4]), .y0 (b[4]), .x1 (a[5]), .y1 (b[5]) );
TSC T07 (.f (a[7]), .g (b[7]), .x0 (x0[4]), .y0 (y0[4]), .x1 (x1[4]), .y1 (y1[4]) );
TSC T08 (.f (a[8]), .g (b[8]), .x0 (a[6]), .y0 (b[6]), .x1 (a[7]), .y1 (b[7]) );
TSC T09 (.f (a[9]), .g (b[9]), .x0 (x0[5]), .y0 (y0[5]), .x1 (x1[5]), .y1 (y1[5]) );
TSC T10 (.f (a[10]), .g (b[10]), .x0 (a[8]), .y0 (b[8]), .x1 (a[9]), .y1 (b[9]) );
TSC T11 (.f (a[11]), .g (b[11]), .x0 (x0[6]), .y0 (y0[6]), .x1 (x1[6]), .y1 (y1[6]) );
TSC T12 (.f (a[12]), .g (b[12]), .x0 (a[10]), .y0 (b[10]), .x1 (a[11]), .y1 (b[11]) );
TSC T13 (.f (a[13]), .g (b[13]), .x0 (x0[7]), .y0 (y0[7]), .x1 (x1[7]), .y1 (y1[7]) );
TSC T14 (.f (a[14]), .g (b[14]), .x0 (a[12]), .y0 (b[12]), .x1 (a[13]), .y1 (b[13]) );
TSC T15 (.f (a[15]), .g (b[15]), .x0 (x0[8]), .y0 (y0[8]), .x1 (x1[8]), .y1 (y1[8]) );
TSC T16 (.f (a[16]), .g (b[16]), .x0 (a[14]), .y0 (b[14]), .x1 (a[15]), .y1 (b[15]) );
TSC T17 (.f (a[17]), .g (b[17]), .x0 (x0[9]), .y0 (y0[9]), .x1 (x1[9]), .y1 (y1[9]) );
TSC T18 (.f (a[18]), .g (b[18]), .x0 (a[16]), .y0 (b[16]), .x1 (a[17]), .y1 (b[17]) );
TSC T19 (.f (a[19]), .g (b[19]), .x0 (x0[10]), .y0 (y0[10]), .x1 (x1[10]), .y1 (y1[10]) );
TSC T20 (.f (a[20]), .g (b[20]), .x0 (a[18]), .y0 (b[18]), .x1 (a[19]), .y1 (b[19]) );
TSC T21 (.f (a[21]), .g (b[21]), .x0 (x0[11]), .y0 (y0[11]), .x1 (x1[11]), .y1 (y1[11]) );
TSC T22 (.f (a[22]), .g (b[22]), .x0 (a[20]), .y0 (b[20]), .x1 (a[21]), .y1 (b[21]) );
TSC T23 (.f (a[23]), .g (b[23]), .x0 (x0[12]), .y0 (y0[12]), .x1 (x1[12]), .y1 (y1[12]) );
TSC T24 (.f (a[24]), .g (b[24]), .x0 (a[22]), .y0 (b[22]), .x1 (a[23]), .y1 (b[23]) );
TSC T25 (.f (a[25]), .g (b[25]), .x0 (x0[13]), .y0 (y0[13]), .x1 (x1[13]), .y1 (y1[13]) );
TSC T26 (.f (a[26]), .g (b[26]), .x0 (a[24]), .y0 (b[24]), .x1 (a[25]), .y1 (b[25]) );
TSC T27 (.f (a[27]), .g (b[27]), .x0 (x0[14]), .y0 (y0[14]), .x1 (x1[14]), .y1 (y1[14]) );
TSC T28 (.f (a[28]), .g (b[28]), .x0 (a[26]), .y0 (b[26]), .x1 (a[27]), .y1 (b[27]) );
TSC T29 (.f (a[29]), .g (b[29]), .x0 (x0[15]), .y0 (y0[15]), .x1 (x1[15]), .y1 (y1[15]) );
TSC T30 (.f (a[30]), .g (b[30]), .x0 (a[28]), .y0 (b[28]), .x1 (a[29]), .y1 (b[29]) );
TSC T31 (.f (a[31]), .g (b[31]), .x0 (x0[0]), .y0 (y0[0]), .x1 (x1[0]), .y1 (y1[0]) );
TSC T32 (.f (f), .g (g), .x0 (a[30]), .y0 (b[30]), .x1 (a[31]), .y1 (b[31]) );
endmodule
```
**./run.sh**
```bash
#!/bin/bash
# OpenROAD 26Q1-2900-gdf79404cd8, Yosys 0.63+post, stock flow scripts
make -C /OpenROAD-flow-scripts/flow DESIGN_CONFIG=/design/flow/config.mk WORK_HOME=/design/flow/orfs finish
```
**./config.mk**
```make
export PLATFORM = sky130hd
export DESIGN_NAME = TSC_16bit
export DESIGN_NICKNAME = TSC_16bit
export VERILOG_FILES = /design/flow/design.v
export SDC_FILE = /design/flow/constraint.sdc
export NUM_CORES = 4
export LEC_CHECK = 1
export CORE_AREA = 10 10 80 80
export DIE_AREA = 0 0 90 90
```
**./constraint.sdc**
```tcl
current_design TSC_16bit

set clk_period 7.2
set clk_io_pct 0.2

create_clock -name clk0 -period $clk_period

set non_clock_inputs [all_inputs -no_clocks]
set_input_delay [expr $clk_period * $clk_io_pct] -clock clk0 $non_clock_inputs
set_output_delay [expr $clk_period * $clk_io_pct] -clock clk0 [all_outputs]
```
==> GITHUB_STEP_SUMMARY <==
### Flow metrics

| Metric | Value |
|---|---|
| Tmin final | between 4 and 5 ns |
| Area growth, synth to finish | 126% |
| Final WS setup | around 2.2 ns |
| Dominant cell type by area after synthesis | a22oi_1 |
| Hold path startpoint | y0[7] |
| Crit path capture type | primary output |
| Flop pwr share | 0 |
| Cell area after synthesis | roughly 590 um^2 |
| Post-synth seq share | 0 |
| Max cap viols | 0 |
| Vias in the first global route | 1000 |
| Crit Path Class | input port to primary output |
| Placed Area | about 0.0013 mm^2 |
| Final slew viol count | 0 |
| Residual DRC | 0 |
| Max transition margin | 0.803 |
| Worst Tran Pin Value | just under 0.3 ns |
| Largest net degree at the start of global routing | 5 |
| Core region area | around 0.0047 mm^2 |
| Mean post-synth cell area | between 7 and 8 um^2 |
| Clock Power Share | 0 |
| N_diodes | 0 |
| Placed insts | around 210 |
| RSZ-0062 raised after global routing | no |
| Chip height | approximately 90 um |
| Max-area cell share | 0.255 |
| Final TNS setup | 0 ns |
| Critical Path Source Type | input port |
| DP Worst Slack | ~2.2 ns |
| Pwr Total | 87.0 uW |
| Drt wl/cell | between 10 and 15 um |
| Via count | 943 |
| Area of all sequential standard cells | 0 um^2 |
| Fraction of layout instances using a drive strength above 1 | 0.0833 |
| Crit path DRT | between 5 and 6 ns |
| Cell Int Power | roughly 54 uW |
| Period utilization | 0.694 |
| Die extent in x | 90 um |
| Setup crit start | y1[8] |
| Setup bufs post-CTS | 0 |
| Yosys cell count | approximately 80 |
| Final-report hold violation count | 0 |
| Starting Density | 0.125 |
| Final Util | 0.282 |
| Buffers added on ports | 66 |
| Number of I/O pins | approximately 66 |
| GRT Util Overall | 0.0602 |
| Sw Share | 0.375 |
| DRT Wirelength | 2570 um |
| First-pass GRT wire length | ~4300 um |
| Final Setup Violations | 0 |
| Design Area, Final | ~0.0013 mm^2 |
| Die ar. | between 0.008 and 0.009 mm^2 |
| Largest cells by area | a22oi_1, a22o_1, o22ai_1, a22oi_2, a21oi_1 |
| Num rows | 25 |
| Fin cells | ~210 |
| Hpwl dp | approximately 2400 um |
| WP data arrival | 3.56 ns |
| Worst Hold Slack | 4.22 ns |
| Ys Warns | 0 |
| Iteration tally of the first detailed-router pass | 6 |
| Comb power frac | 1.000 |
| CP Max Fanout | 2 |
| Synth top cells by count | a22oi_1, a22o_1, o22ai_1 |
| Placer Congestion | 0.658 |
| PD cells | between 60 and 70 mW/mm^2 |
| Log Warnings | 32 |
| Total congestion overflow | 0 |
| Starting DRT DRC Count | 29 |
| Synth top cell by count | a22oi_1 |
| Leak | between 0.4 and 0.5 nW |
| Initial antenna violation count | 0 |
| CLK BUF | 0 |
| VDD IR max | around 0.00002 V |
| Hold-fix buffers at CTS | 0 |
| Status | finished clean |
| HP Class | input port to primary output |
| Seq_cells | 0 |
| Cts repair resizes | 0 |
| Post-DRT Antenna Nets | 0 |
| Routed vias/inst | ~4.5 |
| Synthesized instance count | about 78 |
| Netlist cell types | 12 |
| Sw Pwr | about 33 uW |
| Fmax | around 200 MHz |
| Yosys stat area | around 600 um^2 |
## worst max-delay path, stage by stage
cell and delay [ns]:
clkdlybuf4s50_1 0.42, a22o_1 0.27, a22oi_2 0.21, o22ai_1 0.12, a22oi_1 0.30, o22ai_1 0.16
a22o_1 0.22, clkdlybuf4s50_1 0.41
## logic make-up (layout without fill, tap and decap cells)
kind of cell    count (synthesis)  after routing  synth area share
buf+inv                         0             66                 0
compound gates                 66             66             0.924
simple gates                   12             12            0.0764
## layout by cell type (no fill, tap or decap), drive strengths merged
| master | n |
|---|---|
| a21oi | 8 |
| o22a | 2 |
| nand2 | 8 |
| nor2 | 4 |
| o22ai | 12 |
| a22oi | 26 |
| clkdlybuf4s50 | 66 |
| a22o | 18 |
## final cells by class
| class | count | area [um^2] |
|---|---|---|
| fillers | 504 | 3390 |
| well taps | 67 | 83.8 |
| repair buffers | 66 | 661 |
| multi-input cells | 78 | 589 |
## power groups by stage
| stage | registers, mW | clock network, mW | logic (mW) |
|---|---|---|---|
| after CTS | 0 | 0 | 0.0873 |
| after global routing | 0 | 0 | 0.0951 |
| final | 0 | 0 | 0.0870 |
## final timing paths
| check | to | slack (ns) | depth (start not counted) |
|---|---|---|---|
| worst max-delay path | f | 2.20 | 8 |
| worst min-delay path | f | 4.22 | 5 |
## routing by layer
| metal | GRT usage | routed length, um | up-vias |
|---|---|---|---|
| met5 | 0 | 0 | - |
| met4 | 0 | 0 | 0 |
| met3 | 0.0117 | 159 | 0 |
| met2 | 0.110 | 1180 | 38 |
| met1 | 0.0755 | 1230 | 409 |
| li1 | - | - | 496 |
Power is estimated from default activity; no workload was simulated.
