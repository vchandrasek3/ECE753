==> design/flow/design.v <==
module TSC (
output f, g,
input x0, y0, x1, y1
);
wire w1, w2, w3, w4;
and and1 (w1, x0, y1);
and and2 (w2, y0, x1);
and and3 (w3, x0, x1);
and and4 (w4, y0, y1);
or or1 (f, w1, w2);
or or2 (g, w3, w4);
endmodule 
module comparator(cmp, x, y);
parameter WIDTH = 15;
input [WIDTH-1:0] x;
input [WIDTH-1:0] y;
output cmp;
assign cmp = (x >= y) ? 1'b1 : 1'b0;
endmodule
module generator(
output c1, c2, c3, c4,
input x1, y1, c0
);
wire w1;
assign c2 = y1;
not n1(c1, x1);
not n2(w1, y1);
not n3(c3, c0);
and a1(c4, x1, w1, c0);
endmodule
module ltoetc(o1, o2, x1, y1);
parameter WIDTH = 16;
output o1, o2;
input [WIDTH-1:0] x1;
input [WIDTH-1:0] y1;
wire x0, y0;
wire co1, co2;
wire a11, a12, b11, b12;
wire b1, b2;
wire c1, c2, c3, c4;
wire a21, a22, b21, b22;
wire a31, b31, a32, b32;
comparator comp1(.cmp(co1), .x(x1[WIDTH-2:0]), .y(y1[WIDTH-2:0]));
comparator comp2(.cmp(co2), .x(x1[WIDTH-2:0]), .y(y1[WIDTH-2:0]));
xor xor1(a11, x1[15], y1[15]);
xor xor2(a12, co1, y1[15]);
xor xor3(b1, x1[15], y1[15]);
xor xor4(b2, co2, y1[15]);
not not1(b11, b1);
not not2(b12, b2);
generator gen(.c1(c1), .c2(c2), .c3(c3), .c4(c4), .x1(x1[15]), .y1(y1[15]), .c0(co2));
translator trans(.c1(c1), .c2(c2), .c3(c3), .c4(c4), .a21(a21), .a22(a22), .b21(b21), .b22(b22));
TSC TSC1(.f(a31), .g(b31), .x0(a11), .y0(b11), .x1(a12), .y1(b12));
TSC TSC2(.f(a32), .g(b32), .x0(a21), .y0(b21), .x1(a22), .y1(b22));
TSC TSC3(.f(o1), .g(o2), .x0(a31), .y0(b31), .x1(a32), .y1(b32));
endmodule
module top_level(x1, x2, x3, x4, x5, o1, o2);
parameter WIDTH = 16;
output o1, o2;
input [WIDTH-1:0] x1, x2, x3, x4, x5;
wire firsto1, firsto2, secondo1, secondo2, thirdo1, thirdo2, fourtho1, fourtho2, f1, g1, f2, g2;
ltoetc l1(firsto1, firsto2, x1, x2);
ltoetc l2(secondo1, secondo2, x2, x3);
ltoetc l3(thirdo1, thirdo2, x3, x4);
ltoetc l4(fourtho1, fourtho2, x4, x5);
TSC TSC1(.f(f1), .g(g1), .x0(firsto1), .y0(firsto2), .x1(secondo1), .y1(secondo2));
TSC TSC2(.f(f2), .g(g2), .x0(thirdo1), .y0(thirdo2), .x1(fourtho1), .y1(fourtho2));
TSC TSC3(.f(o1), .g(o2), .x0(f1), .y0(g1), .x1(f2), .y1(g2));
endmodule
module translator(
output a21, a22, b21, b22,
input c1, c2, c3, c4
);
or o1(a21, c1, c2);
or o2(a22, c1, c3);
or o3(b21, c3, c4);
or o4(b22, c2, c4);
endmodule
==> design/flow/run.sh <==
#!/bin/bash
# OpenROAD 26Q1-2900-gdf79404cd8, Yosys 0.63+post, stock flow scripts
make -C /OpenROAD-flow-scripts/flow DESIGN_CONFIG=/design/flow/config.mk WORK_HOME=/design/flow/orfs finish
==> design/flow/config.mk <==
export PLATFORM = sky130hd
export DESIGN_NAME = top_level
export DESIGN_NICKNAME = top_level
export VERILOG_FILES = /design/flow/design.v
export SDC_FILE = /design/flow/constraint.sdc
export NUM_CORES = 4
export LEC_CHECK = 1
export CORE_AREA = 10 10 89 89
export DIE_AREA = 0 0 99 99
==> design/flow/constraint.sdc <==
current_design top_level

set clk_period 6.8
set clk_io_pct 0.2

create_clock -name clk0 -period $clk_period

set non_clock_inputs [all_inputs -no_clocks]
set_input_delay [expr $clk_period * $clk_io_pct] -clock clk0 $non_clock_inputs
set_output_delay [expr $clk_period * $clk_io_pct] -clock clk0 [all_outputs]
==> out/results.ini <==
[final_layout]
final_cells = 430
area_growth_pct = 46.8
flop-count = 0
final_util = 0.479
flop_area_um2 = 0
drive_gt1_frac = 0.0394
nClkBuffers = 0

[worst_setup_path]
start_kind = input pin
worst_ep_required_time_ns = 5.44
path_max_fanout = 3
cp-end-kind = output pin
critPathArrivalTime_ns = 4.58
critPathKind = in -> out

[power_and_ir_drop]
power.density_nw_per_um2 = 60.1
ir_drop_mv = 0.0256
leakage_nw = 1.52

[sta]
relSlewSlack = 0.700
hold_violations = 0
slew_violations = 0
finalCritPeriodShare = 0.873
final.setup.worst_slack_ns = 0.863
fmax_mhz = 168
tightest_slew_ns = 0.438
setup-tns-final_ns = 0
rsz0062_at_grt = false
period_minus_slack_ns = 5.94
setup_viol = 0

[clock_tree]
post_cts_resize_count = 0
post_cts_buffers = 0
cts_hold_buf = 0

[yosys]
top_area_cell = ha_1
area_leaders = ha_1 (42%), inv_1 (13%), a21oi_1 (6.1%)
ys_warn_count = 0
yosysChipArea_um2 = 1950
syn_area_per_cell_um2 = 7.15
synthesis.area_um2 = 1950
synth_cell_type_count = 49
yosysSeqAreaShare = 0
ys_cells = 273
synth_cells = 273
synth_top_area_share = 0.416

[floorplan]
row_count = 28
core_area_um2 = 5990
pin_count = 82
die_width_um = 99
die_area_um2 = 9800
initCoreUtil = 0.326
fp.dieH_um = 99

[hold_path]
min-delay-start = x5[15]
min_delay_worst_endpoint = o2
min_path_type = in -> out
min_path_cells = 5

[placed_design]
portBuffers = 82
dp_hpwl_mm = 5.00
place_inst = 430
pre_cts_slack_ns = 0.864
routabilityCongestion = 0.903

[route]
drt-initial-drc-count = 42
postRouteAntennaNets = 0
dr.pass1.iters = 3
diodes = 0
totalWireLength_mm = 5.31
via_count = 2059
drc_errors = 0
drt-wirelength-per-cell_um = 12.3
vias_per_cell = 4.79

[grt]
grt_pass1_vias = 2054
grtUsageTotal = 0.103
met2_usage = 0.182
grt_util_met1 = 0.137
grt_first_pass_wirelength_mm = 8.74
overflow = 0
gr-usage-met3 = 0.0141
grt.busiest_layer = met2
antenna_found_initial = 0
grt_max_degree = 9

[run]
warning_count = 33
cap_violations = 0

[run_status]
status = finished clean

## through the flow
| stage | power (mW) | cell area (um2) | hold slack (ns) |
|---|---|---|---|
| floorplan | 0.0987 | 1950 | 3.00 |
| global placement | 0.172 | 2870 | 4.01 |
| detailed placement | 0.175 | 2870 | 4.01 |
| CTS | 0.175 | 2870 | 4.02 |
| global route | 0.198 | 2870 | 4.11 |
| finish | 0.172 | 2870 | 4.00 |
## worst max-delay path: stages
cell and delay (ns):
clkdlybuf4s50_1 0.48, inv_1 0.05, ha_1 0.28, a21oi_1 0.14, o21ai_1 0.09, a2111oi_0 0.47
o31a_1 0.26, mux2i_1 0.20, o311a_1 0.24, a31oi_1 0.10, a2bb2oi_1 0.15, o32ai_1 0.24
clkdlybuf4s50_1 0.52
## layout make-up
cell class,count,area (um2)
Fill cell,604,3120
Inverter,68,255
Multi-Input combinational cell,205,1700
Tap cell,75,93.8
Timing Repair Buffer,82,821
## power breakdown
part           internal [mW]  leakage, nW  switching [mW]
combinational         0.0972         1.52          0.0752
sequential                 0            0               0
clock                      0            0               0
## synthesized netlist by cell type, drive strengths merged, types with 2 or more instances
library cell and count:
a2111oi 2, a21o 7, a21oi 25, a41oi 2
and3 2, ha 65, inv 68, mux2 2
mux2i 2, nand2 24, nand2b 2, nand3 5
nand4 5, nor2 13, nor2b 5, nor3 3
o2111ai 2, o211ai 2, o21ai 13, o32ai 2
o41ai 3, or3 2
## cells by family after synthesis
logic type | share of synthesized area
AND-OR/OR-AND | 0.263
adder cells (fa/ha/maj) | 0.422
buffers and inverters | 0.131
multiplexers | 0.0218
AND/OR/NAND/NOR | 0.163
## placed cells by master (no fill, tap or decap), types with 3 or more instances in the layout
cell and instances:
nor2_1 13, inv_1 67, a21o_1 7, nor2b_1 4
nor3_1 3, clkdlybuf4s50_1 82, a21oi_1 24, ha_1 65
o21ai_1 6, o21ai_0 6, nand4_1 5, nand2_1 23
nand3_1 5
## routing by layer
layer | vias to the layer above | part of all wire
li1 | 1127 | -
met1 | 882 | 0.51
met2 | 50 | 0.44
met3 | 0 | 0.045
met4 | 0 | 0
met5 | - | 0
## how the worst max path moves through the flow
stage / start / endpoint / slack (ns) / cells after the start
finish: x3[2] / o1 / 0.86 / 13
global route: x3[2] / o1 / 0.60 / 13
CTS: x3[2] / o1 / 0.84 / 13
Power is estimated from default activity; no workload was simulated.
