==> ./design.v <==
module TSC (
output f, g,
input x0, y0, x1, y1
);
wire w1, w2, w3, w4;
and and1 (w1, x0, y1);
and and2 (w2, y0, x1);
and and3 (w3, x0, x1);
and and4 (w4, y0, y1);
or or1 (f, w1, w2);
or or2 (g, w3, w4);
endmodule 
module comparator(cmp, x, y);
parameter WIDTH = 15;
input [WIDTH-1:0] x;
input [WIDTH-1:0] y;
output cmp;
assign cmp = (x >= y) ? 1'b1 : 1'b0;
endmodule
module generator(
output c1, c2, c3, c4,
input x1, y1, c0
);
wire w1;
assign c2 = y1;
not n1(c1, x1);
not n2(w1, y1);
not n3(c3, c0);
and a1(c4, x1, w1, c0);
endmodule
module ltoetc(o1, o2, x1, y1);
parameter WIDTH = 16;
output o1, o2;
input [WIDTH-1:0] x1;
input [WIDTH-1:0] y1;
wire x0, y0;
wire co1, co2;
wire a11, a12, b11, b12;
wire b1, b2;
wire c1, c2, c3, c4;
wire a21, a22, b21, b22;
wire a31, b31, a32, b32;
comparator comp1(.cmp(co1), .x(x1[WIDTH-2:0]), .y(y1[WIDTH-2:0]));
comparator comp2(.cmp(co2), .x(x1[WIDTH-2:0]), .y(y1[WIDTH-2:0]));
xor xor1(a11, x1[15], y1[15]);
xor xor2(a12, co1, y1[15]);
xor xor3(b1, x1[15], y1[15]);
xor xor4(b2, co2, y1[15]);
not not1(b11, b1);
not not2(b12, b2);
generator gen(.c1(c1), .c2(c2), .c3(c3), .c4(c4), .x1(x1[15]), .y1(y1[15]), .c0(co2));
translator trans(.c1(c1), .c2(c2), .c3(c3), .c4(c4), .a21(a21), .a22(a22), .b21(b21), .b22(b22));
TSC TSC1(.f(a31), .g(b31), .x0(a11), .y0(b11), .x1(a12), .y1(b12));
TSC TSC2(.f(a32), .g(b32), .x0(a21), .y0(b21), .x1(a22), .y1(b22));
TSC TSC3(.f(o1), .g(o2), .x0(a31), .y0(b31), .x1(a32), .y1(b32));
endmodule
module range_checker(high_range, low_range, input_val, o1, o2);
parameter WIDTH = 16;
input [WIDTH-1 : 0] high_range, low_range, input_val;
output o1, o2;
wire firsto1, firsto2, secondo1, secondo2;
ltoetc l1(firsto1, firsto2, high_range, input_val);
ltoetc l2(secondo1, secondo2, input_val, low_range);
TSC TSC1(.f(o1), .g(o2), .x0(firsto1), .y0(firsto2), .x1(secondo1), .y1(secondo2));
endmodule
module translator(
output a21, a22, b21, b22,
input c1, c2, c3, c4
);
or o1(a21, c1, c2);
or o2(a22, c1, c3);
or o3(b21, c3, c4);
or o4(b22, c2, c4);
endmodule
==> ./config.mk <==
export PLATFORM = sky130hd
export DESIGN_NAME = range_checker
export DESIGN_NICKNAME = range_checker
export VERILOG_FILES = /design/flow/design.v
export SDC_FILE = /design/flow/constraint.sdc
export NUM_CORES = 4
export LEC_CHECK = 1
export CORE_AREA = 10 10 70 70
export DIE_AREA = 0 0 80 80
==> ./run.sh <==
#!/bin/bash
# OpenROAD 26Q1-2900-gdf79404cd8, Yosys 0.63+post, stock flow scripts
make -C /OpenROAD-flow-scripts/flow DESIGN_CONFIG=/design/flow/config.mk WORK_HOME=/design/flow/orfs finish
==> ./constraint.sdc <==
current_design range_checker

set clk_period 4.5
set clk_io_pct 0.2

create_clock -name clk0 -period $clk_period

set non_clock_inputs [all_inputs -no_clocks]
set_input_delay [expr $clk_period * $clk_io_pct] -clock clk0 $non_clock_inputs
set_output_delay [expr $clk_period * $clk_io_pct] -clock clk0 [all_outputs]
==> Changelog: implementation <==
### Metrics

- Yosys cell count: 123
- Cell leakage power: 0.753 nW
- DRT iter0 DRCs: 18
- Number of global-route vias before repair: 952
- IO Pins: 50
- Core area: 3420 sq um
- Flip-flops: 0
- Tool warnings: 33
- Final GP Congestion: 0.839
- Top cells, area: ha_1 47%, inv_1 15%, a21oi_1 8.0%
- Slew @ Worst Pin: 0.218 ns
- CP Buf/Inv Count: 3
- Register share after synthesis: 0%
- DRC viols: 0
- Chip Height: 80 microns
- FMAX: 251 MHz
- Post-CTS setup buffers: 0
- Status: finished clean
- Total die size: 6400 sq um
- Initial antenna violation count: 0
- Post-route minimum period: 3.98 ns
- Setup-failing EPs final: 0
- Largest delay share family, worst path: AND-OR/OR-AND gates
- Critical path's slowest cell: clkdlybuf4s50_1
- Clock buffer count: 0
- Routed vias/inst: 4.27
- Share of layout cells above drive strength 1: 0.578%
- Synth area leader: ha_1
- Yosys Warn Count: 0
- Setup CP Type: input port to primary output
- Critical path's largest stage delay: 0.48 ns
- Storage cell area: 0 sq um
- Crit-path cells: clkdlybuf4s50_1, inv_1, ha_1, nand4_1, o311a_1, o41a_1, a21oi_1, o21bai_1, o22ai_1, dlymetal6s2s_1
- Total grt overflow: 0
- VDD IR max: 0.0332 mV
- Finished Core Util: 42.2%
- IO Port Bufs: 50
- Design area: 1440 sq um
- Max-cap violations: 0
- First-pass GRT wire length: 3.98 mm
- Top-count cell post-synth: inv_1
- RSZ-0062 raised after global routing: false
- GR Util All Layers: 7.30%
- Hold buffers post-CTS: 0
- Routed WL: 2.35 mm
- TNS Setup: 0 ns
- Cell Rows: 21
- Post-Syn Area per Cell: 7.15 sq um
- DIE WIDTH: 80 microns
- Pin count of the biggest net entering global routing: 7
- Power Total: 0.119 mW
- Netlist cell types: 18
- Fin crit share: 88.4%
- Most instantiated cells after synthesis: 34 x inv_1, 33 x ha_1, 14 x a21oi_1
- Final Hold Vio Count: 0
- Routed WL per cell: 10.7 microns
- Via count: 935
- Init Core Util: 25.8%
- Crit path DRT: 3.60 ns
- Slew HR: 85.4%
- TritonRoute pass-1 iters: 4
- Cell count after synthesis: 123
- CP Launch Type: input port
- Routed Antenna Nets: 0
- Worst Hold Class: input port to primary output
- CP max FO: 3
- Max-slew violations: 0
- Area grow syn2layout: 64.0%
- Hpwl dp: 2.24 mm
- Power Dens Cells: 82.7 nW/um^2
- Chip area line of the yosys report: 880 sq um
- Crit path arrival time: 3.08 ns
- Ant. Diodes: 0
- DP Area: 1440 sq um
- Worst Setup End Kind: primary output
- Area share, top type: 46.9%
- Mapped Area: 880 sq um
## placed cells by master, fill, tap and decap left out
cell	count
o22ai_1	2
clkdlybuf4s50_1	48
o41a_1	2
nor2_1	4
o21bai_2	1
dlymetal6s2s_1	2
a21oi_1	14
nand4_1	4
a211oi_1	2
inv_1	34
nand3_1	4
maj3_1	2
a21o_1	2
nand2_1	6
o311a_1	2
o21bai_1	1
nand2b_1	4
o21ai_0	4
nand4b_1	2
ha_1	33
## report_power, final
part | internal (mW) | switching [mW] | total, mW
sequential | 0 | 0 | 0
clock | 0 | 0 | 0
combinational | 0.0733 | 0.0459 | 0.119
total | 0.0733 | 0.0459 | 0.119
## per-layer routing
layer,part of all wire (%),track usage [%]
met3,8.1,1.93
met2,46,12.4
met4,0,0
met1,46,9.56
met5,0,0
## repair_timing
action / 4_1_cts / 5_1_grt
setup endpoints to repair: 0 / 2
hold endpoints to repair: 0 / 0
gates resized: 0 / 2
## path summary, 6_finish.rpt
check                           from  endpoint  slack (ns)  depth (start not counted)
worst min-delay path  high_range[15]        o2        2.74                          5
worst max-delay path    input_val[6]        o1        0.52                         10
## cells by family (layout without fill, tap and decap cells)
logic type      Yosys count  count (layout)  share of synthesized area, %
buf+inv                  34              84                          14.5
fa+ha+maj                35              35                          49.2
simple gates             24              24                          14.2
compound gates           30              30                          22.0
## stage by stage
| step | setup WS [ns] | instances | hold slack (ns) |
|---|---|---|---|
| after floorplan | 1.29 | 123 | 1.98 |
| after global placement | 0.189 | 219 | 3.03 |
| after detailed placement | 0.168 | 219 | 3.04 |
| after CTS | 0.155 | 219 | 3.05 |
| after global routing | 0.333 | 219 | 2.85 |
| final | 0.520 | 219 | 2.74 |
## layout make-up
| type | count | area, sq um |
|---|---|---|
| Fill cell | 351 | 1970 |
| Multi-Input combinational cell | 89 | 752 |
| Timing Repair Buffer | 50 | 505 |
| Inverter | 34 | 128 |
| Tap cell | 46 | 57.6 |
Power figures rest on the tool's default switching activity, not on a simulated workload.
